`flow/run.sh`:
```
#!/bin/bash
# OpenROAD 26Q1-2900-gdf79404cd8, Yosys 0.63+post, stock flow scripts
make -C /OpenROAD-flow-scripts/flow DESIGN_CONFIG=/design/flow/config.mk WORK_HOME=/design/flow/orfs finish
```
`flow/config.mk`:
```
export PLATFORM = sky130hd
export DESIGN_NAME = quantum_top
export DESIGN_NICKNAME = quantum_top
export VERILOG_FILES = /design/flow/design.v
export SDC_FILE = /design/flow/constraint.sdc
export NUM_CORES = 4
export LEC_CHECK = 1
export CORE_AREA = 10 10 229 229
export DIE_AREA = 0 0 239 239
export SYNTH_HDL_FRONTEND = slang
export SYNTH_MEMORY_MAX_BITS = 65536
```
`flow/constraint.sdc`:
```
current_design quantum_top

set clk_period 1.6
set clk_io_pct 0.2

create_clock -name clk0 -period $clk_period [get_ports {clk_100mhz}]

set non_clock_inputs [all_inputs -no_clocks]
set_input_delay [expr $clk_period * $clk_io_pct] -clock clk0 $non_clock_inputs
set_output_delay [expr $clk_period * $clk_io_pct] -clock clk0 [all_outputs]
```
`flow/design.v`:
```
module quantum_controller #(
    parameter NUM_QUBITS = 8,
    parameter PULSE_WIDTH = 20,
    parameter DAC_BITS = 16
)(
    input logic clk,
    input logic rst_n,
    input logic [31:0] gate_command,
    input logic gate_valid,
    output logic gate_ready,
    output logic [DAC_BITS-1:0] i_dac [NUM_QUBITS-1:0],
    output logic [DAC_BITS-1:0] q_dac [NUM_QUBITS-1:0],
    output logic [NUM_QUBITS-1:0] measurement_result,
    output logic measurement_valid
);
    typedef enum logic [3:0] {
        GATE_IDLE,
        GATE_HADAMARD,
        GATE_PAULI_X,
        GATE_PAULI_Y,
        GATE_PAULI_Z,
        GATE_CNOT,
        GATE_PHASE,
        GATE_RX,
        GATE_RY,
        GATE_RZ,
        GATE_MEASURE
    } gate_type_t;
    typedef struct packed {
        logic [3:0] gate_type;
        logic [7:0] qubit_target;
        logic [7:0] qubit_control;
        logic [15:0] angle;
    } gate_instruction_t;
    gate_instruction_t current_gate;
    logic [7:0] pulse_counter;
    logic [7:0] gate_delay_counter;
    logic [15:0] nco_phase [NUM_QUBITS-1:0];
    logic [15:0] nco_freq [NUM_QUBITS-1:0];
    logic [15:0] amplitude [NUM_QUBITS-1:0];
    logic [NUM_QUBITS-1:0] qubit_state_i;
    logic [NUM_QUBITS-1:0] qubit_state_q;
    typedef enum logic [2:0] {
        FSM_IDLE,
        FSM_LOAD_GATE,
        FSM_GENERATE_PULSE,
        FSM_WAIT_DELAY,
        FSM_READOUT,
        FSM_COMPLETE
    } fsm_state_t;
    fsm_state_t state, next_state;
    always_ff @(posedge clk or negedge rst_n) begin
        if (!rst_n) begin
            state <= FSM_IDLE;
        end else begin
            state <= next_state;
        end
    end
    always_comb begin
        next_state = state;
        case (state)
            FSM_IDLE: begin
                if (gate_valid) next_state = FSM_LOAD_GATE;
            end
            FSM_LOAD_GATE: begin
                next_state = FSM_GENERATE_PULSE;
            end
            FSM_GENERATE_PULSE: begin
                if (pulse_counter >= PULSE_WIDTH) begin
                    if (current_gate.gate_type == GATE_MEASURE) begin
                        next_state = FSM_READOUT;
                    end else begin
                        next_state = FSM_WAIT_DELAY;
                    end
                end
            end
            FSM_WAIT_DELAY: begin
                if (gate_delay_counter >= 100) next_state = FSM_COMPLETE;
            end
            FSM_READOUT: begin
                if (gate_delay_counter >= 200) next_state = FSM_COMPLETE;
            end
            FSM_COMPLETE: begin
                next_state = FSM_IDLE;
            end
        endcase
    end
    always_ff @(posedge clk or negedge rst_n) begin
        if (!rst_n) begin
            current_gate <= '0;
            pulse_counter <= '0;
            gate_delay_counter <= '0;
            gate_ready <= 1'b1;
        end else begin
            case (state)
                FSM_IDLE: begin
                    gate_ready <= 1'b1;
                    pulse_counter <= '0;
                    gate_delay_counter <= '0;
                end
                FSM_LOAD_GATE: begin
                    current_gate <= gate_command;
                    gate_ready <= 1'b0;
                end
                FSM_GENERATE_PULSE: begin
                    pulse_counter <= pulse_counter + 1;
                end
                FSM_WAIT_DELAY: begin
                    gate_delay_counter <= gate_delay_counter + 1;
                end
                FSM_READOUT: begin
                    gate_delay_counter <= gate_delay_counter + 1;
                end
                FSM_COMPLETE: begin
                    gate_ready <= 1'b1;
                end
            endcase
        end
    end
    genvar i;
    generate
        for (i = 0; i < NUM_QUBITS; i++) begin : nco_gen
            always_ff @(posedge clk or negedge rst_n) begin
                if (!rst_n) begin
                    nco_phase[i] <= '0;
                    nco_freq[i] <= 16'd5000 + (i * 16'd100);
                    amplitude[i] <= '0;
                end else begin
                    nco_phase[i] <= nco_phase[i] + nco_freq[i];
                    if (state == FSM_GENERATE_PULSE && current_gate.qubit_target == i) begin
                        case (current_gate.gate_type)
                            GATE_HADAMARD: amplitude[i] <= 16'h7FFF;
                            GATE_PAULI_X: amplitude[i] <= 16'hFFFF;
                            GATE_PAULI_Y: amplitude[i] <= 16'hFFFF;
                            GATE_RX: amplitude[i] <= current_gate.angle;
                            GATE_RY: amplitude[i] <= current_gate.angle;
                            default: amplitude[i] <= '0;
                        endcase
                    end else begin
                        amplitude[i] <= '0;
                    end
                end
            end
        end
    endgenerate
    generate
        for (i = 0; i < NUM_QUBITS; i++) begin : dac_gen
            logic signed [31:0] sin_val, cos_val;
            cordic_sin_cos #(
                .WIDTH(16)
            ) cordic_inst (
                .clk(clk),
                .phase(nco_phase[i]),
                .sin_out(sin_val),
                .cos_out(cos_val)
            );
            always_ff @(posedge clk) begin
                i_dac[i] <= (cos_val * amplitude[i]) >>> 16;
                q_dac[i] <= (sin_val * amplitude[i]) >>> 16;
            end
        end
    endgenerate
    logic [15:0] readout_integrator_i [NUM_QUBITS-1:0];
    logic [15:0] readout_integrator_q [NUM_QUBITS-1:0];
    logic [7:0] readout_counter;
    always_ff @(posedge clk or negedge rst_n) begin
        if (!rst_n) begin
            for (int j = 0; j < NUM_QUBITS; j++) begin
                readout_integrator_i[j] <= '0;
                readout_integrator_q[j] <= '0;
            end
            measurement_result <= '0;
            measurement_valid <= 1'b0;
            readout_counter <= '0;
        end else begin
            if (current_gate.gate_type == GATE_MEASURE && state == FSM_READOUT) begin
                if (readout_counter < 200) begin
                    for (int j = 0; j < NUM_QUBITS; j++) begin
                        readout_integrator_i[j] <= readout_integrator_i[j] + i_dac[j];
                        readout_integrator_q[j] <= readout_integrator_q[j] + q_dac[j];
                    end
                    readout_counter <= readout_counter + 1;
                    measurement_valid <= 1'b0;
                end else begin
                    for (int j = 0; j < NUM_QUBITS; j++) begin
                        logic [31:0] magnitude;
                        magnitude = (readout_integrator_i[j] * readout_integrator_i[j]) +
                                  (readout_integrator_q[j] * readout_integrator_q[j]);
                        measurement_result[j] <= (magnitude > 32'h10000000) ? 1'b1 : 1'b0;
                    end
                    measurement_valid <= 1'b1;
                end
            end else begin
                for (int j = 0; j < NUM_QUBITS; j++) begin
                    readout_integrator_i[j] <= '0;
                    readout_integrator_q[j] <= '0;
                end
                readout_counter <= '0;
                measurement_valid <= 1'b0;
            end
        end
    end
    logic [NUM_QUBITS-1:0] error_syndrome;
    logic error_detected;
    always_ff @(posedge clk or negedge rst_n) begin
        if (!rst_n) begin
            error_syndrome <= '0;
            error_detected <= 1'b0;
        end else begin
            for (int j = 0; j < NUM_QUBITS-2; j++) begin
                error_syndrome[j] <= measurement_result[j] ^ measurement_result[j+1] ^ measurement_result[j+2];
            end
            error_detected <= |error_syndrome;
        end
    end
endmodule
module cordic_sin_cos #(
    parameter WIDTH = 16
)(
    input logic clk,
    input logic [WIDTH-1:0] phase,
    output logic signed [WIDTH-1:0] sin_out,
    output logic signed [WIDTH-1:0] cos_out
);
    logic signed [WIDTH-1:0] x[15:0];
    logic signed [WIDTH-1:0] y[15:0];
    logic signed [WIDTH-1:0] z[15:0];
    logic [WIDTH-1:0] atan_lut[15:0];
    initial begin
        atan_lut[0] = 16'h2000;
        atan_lut[1] = 16'h12E4;
        atan_lut[2] = 16'h09FB;
        atan_lut[3] = 16'h0511;
        atan_lut[4] = 16'h028B;
        atan_lut[5] = 16'h0146;
        atan_lut[6] = 16'h00A3;
        atan_lut[7] = 16'h0051;
        atan_lut[8] = 16'h0029;
        atan_lut[9] = 16'h0014;
        atan_lut[10] = 16'h000A;
        atan_lut[11] = 16'h0005;
        atan_lut[12] = 16'h0003;
        atan_lut[13] = 16'h0001;
        atan_lut[14] = 16'h0001;
        atan_lut[15] = 16'h0000;
    end
    always_ff @(posedge clk) begin
        x[0] <= 16'h4DBA;
        y[0] <= 16'h0000;
        z[0] <= phase;
        for (int i = 0; i < 15; i++) begin
            if (z[i][WIDTH-1]) begin
                x[i+1] <= x[i] + (y[i] >>> i);
                y[i+1] <= y[i] - (x[i] >>> i);
                z[i+1] <= z[i] + atan_lut[i];
            end else begin
                x[i+1] <= x[i] - (y[i] >>> i);
                y[i+1] <= y[i] + (x[i] >>> i);
                z[i+1] <= z[i] - atan_lut[i];
            end
        end
        cos_out <= x[15];
        sin_out <= y[15];
    end
endmodule
module quantum_top #(
    parameter NUM_QUBITS = 8
)(
    input logic clk_100mhz,
    input logic rst_n,
    input logic [31:0] axi_awaddr,
    input logic axi_awvalid,
    output logic axi_awready,
    input logic [31:0] axi_wdata,
    input logic axi_wvalid,
    output logic axi_wready,
    output logic [15:0] dac_i [NUM_QUBITS-1:0],
    output logic [15:0] dac_q [NUM_QUBITS-1:0],
    input logic [15:0] adc_i [NUM_QUBITS-1:0],
    input logic [15:0] adc_q [NUM_QUBITS-1:0]
);
    logic [31:0] gate_command;
    logic gate_valid;
    logic gate_ready;
    logic [NUM_QUBITS-1:0] measurement_result;
    logic measurement_valid;
    quantum_controller #(
        .NUM_QUBITS(NUM_QUBITS)
    ) qc (
        .clk(clk_100mhz),
        .rst_n(rst_n),
        .gate_command(gate_command),
        .gate_valid(gate_valid),
        .gate_ready(gate_ready),
        .i_dac(dac_i),
        .q_dac(dac_q),
        .measurement_result(measurement_result),
        .measurement_valid(measurement_valid)
    );
    always_ff @(posedge clk_100mhz or negedge rst_n) begin
        if (!rst_n) begin
            axi_awready <= 1'b0;
            axi_wready <= 1'b0;
            gate_command <= '0;
            gate_valid <= 1'b0;
        end else begin
            if (axi_awvalid && axi_wvalid && gate_ready) begin
                gate_command <= axi_wdata;
                gate_valid <= 1'b1;
                axi_awready <= 1'b1;
                axi_wready <= 1'b1;
            end else begin
                gate_valid <= 1'b0;
                axi_awready <= 1'b0;
                axi_wready <= 1'b0;
            end
        end
    end
endmodule
```
==> reports/results.ini <==
[status]
status=finished clean

[pwr]
internal-power_w=0.00100
clkPwrFrac_pct=46.1
comb_power_share_pct=5.6
ir_drop_mv=0.392
p_per_area_nw_per_um2=409
netSwitchingFraction_pct=20.5
p_switching_w=0.000258
seq_power_share_pct=48.3
power.total_w=0.00126
leakagePower_nw=1.46

[die]
fp.dieArea_um2=57100
core_region_area_um2=47500
initial_core_util_pct=6.57
dieWidth_um=239
num_io_pins=582
num_rows=80
die_h_um=239

[sta]
skew_ns=0.00113
drv_slew=0
fmax_mhz=701
fin_crit_ns=1.43
finalHoldViolations=0
grt_setup_unrepaired=false
hold_slack_ns=0.424
setup_viol=0
period_used_pct=89.1
setup_tns_ns=0

[yosys]
synth.most_common_cell=buf_4
ys_sh_aoi_pct=6.61
synth_cell_types=43
synth-adder-area-share_pct=1.60
yosysTopAreaCell=buf_4
edf_count=0
ff_type=dfrtp_1
ys_seq_share_pct=19.3
synthArstFlopShare_pct=100
synth_top_area_share_pct=61.8
yosys_area_um2=3120
top_cells_by_area=buf_4, dfrtp_1, dfstp_2
syn_inst=378
syn-cell-area_um2=3120
ys.warnings.count=128
syn_avg_cell_area_um2=8.27
ys_seq_elements=24
xor_share_pct=0.841
ys_sh_mux_pct=0.681
yosys-top-cells-count=buf_4, dfrtp_1, nand2_1
top_logic_kind=buffers and inverters
synth_stat.cells=378
yosys.area_share.simple_pct=7.61

[global_routing]
antenna_found_initial=0
grt_pass1_wl_um=7850
grt_pass1_vias=1961
grtUsageTotal_pct=1.51
overflow=0
grt_max_degree=25

[placement]
port_buffers=5
routabilityCongestion=0.735
dpl.hpwl_um=4760

[critical_path]
crit_buf_inv=1
r2r-start=qc.pulse_counter[0]
crit_arrival_ns=1.11
end_kind=primary output
cp_cell_sequence=clkdlybuf4s50_1
cp_data_required_time_ns=1.28
worst-setup-path-type=reg2out
reg2reg_slack_ns=0.18
start_kind=register
cp_slowest_cell=clkdlybuf4s50_1
max_stage_delay_ns=0.48
r2r.worst_path.cells=4
r2r_end=qc.pulse_counter[6]
critPathMaxFanout=4
cp_top_family=buffers and inverters

[clock_tree]
clkTransAtPathRegs_ns=0.06
cts_buffers=3
cts_resized=0
cts_root_buf=clkbuf_16
clock-sinks=24
cts_post_setup_buffers_inserted=0
clockBufferDepth=2
clock.latency.late_pin_ns=0.25
cts_tree=done
cts.hold.buffers_added=0
cts_max_level=1

[routing]
vias_per_cell=1.60
drt-wirelength-per-cell_um=5.47
drt_first_iter_violations=51
totalWireLength_um=5470
vias=1600
antenna_cells=0
route.detailed.drc=0
firstDrtPassIters=4
ant_nets=0

[flow_run]
drv_cap=0
warnings=349

[cells_and_area]
final-comb-area_um2=1500
flop_area_um2=603
layout-drive-gt1-share_pct=3.39
fillers=5600
syn2layout_area_growth_pct=-1.44
final_util_pct=6.48

[min_path]
min_path_type=in2async

metrics by stage:
stage	cells	instance area (um^2)	setup WS, ns
floorplan	633	4080	0.286
global placement	995	2990	0.228
detailed placement	995	2990	0.201
CTS	999	3080	0.155
global route	999	3080	0.0904
finish	999	3080	0.174
worst max-delay path by stage:
stage                  startpoint                   to  slack [ns]  cells past startpoint
CTS                    gate_valid           axi_wready        0.16                      1
global route  qc.pulse_counter[0]  qc.pulse_counter[6]        0.09                      4
finish                 gate_valid           axi_wready        0.17                      1
cell families after synthesis:
logic type	after synthesis
and+or+nand+nor	45
adders and majority gates	4
other	1
AOI/OAI and AO/OA	30
DFF	24
muxes	2
buffers and inverters	269
xor gates and xnor gates	3
layer usage:
metal,GRT usage (%),part of all wire (%),wire length [um]
met1,2.25,52,2860
met3,0.904,19,1020
met4,0.0965,0.42,23
met2,1.86,29,1570
met5,0,0,0
state kept, by name (all words and copies together), names as in the netlist:
name,count
gate_valid,1
qc.gate_delay_counter,8
qc.gate_ready,1
qc.pulse_counter,8
qc.state,6
placed cells by master (no fill, tap or decap), types with 4 or more instances in the layout:
cell type	count
conb_1	256
dfrtp_1	22
nand2_1	14
o21ai_0	9
inv_1	8
nor2_1	5
nand3_1	5
clkdlybuf4s50_1	5
ha_1	4
power by group through the flow:
| stage | Sequential [W] | Clock [W] | Combinational [W] |
|---|---|---|---|
| finish | 0.000607 | 0.000581 | 0.0000704 |
| global route | 0.000606 | 0.000629 | 0.000113 |
| CTS | 0.000607 | 0.000600 | 0.0000857 |
cell type report:
type	count	share of cell area, %
multi-input cells	340	48.8
repair buffers	8	2.76
clock buffers	4	2.89
inverters	8	0.975
flip-flops and latches	24	19.6
well taps	615	25.0
Power and IR drop assume default switching activity.
